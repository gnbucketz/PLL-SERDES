==> design/flow/design.v <==
`timescale 1ns / 1ps
module LoopFilter#(
    parameter bit_count = 24,
    parameter [bit_count-1:0] default_speed = 24'd8388608,
    parameter [bit_count-1:0] max_speed = 24'd16777215,
    parameter [bit_count-1:0] min_speed = 24'd0,
    parameter [bit_count-1:0] step = 24'd1
)(
    input wire ext_rst,
    input wire up_pulse,
    input wire dn_pulse,
    input wire sys_clk,
    output reg [bit_count-1:0] speed_var  
);
    wire rst = ext_rst;
    always @(posedge rst or posedge sys_clk) begin
        if (rst) begin
            speed_var <= default_speed;
        end else begin
            case ({up_pulse, dn_pulse}) 
                2'b00: begin
                    speed_var <= default_speed;
                end 
                2'b11: begin
                    speed_var <= default_speed;
                end
                2'b10: begin
                    if (speed_var < max_speed) begin
                        speed_var <= speed_var + step;
                    end
                end
                2'b01: begin
                    if (speed_var > min_speed) begin
                        speed_var <= speed_var - step;
                    end            
                end
            endcase
        end
    end
    endmodule
==> design/flow/run.sh <==
#!/bin/bash
# OpenROAD 26Q1-2900-gdf79404cd8, Yosys 0.63+post, stock flow scripts
make -C /OpenROAD-flow-scripts/flow DESIGN_CONFIG=/design/flow/config.mk WORK_HOME=/design/flow/orfs finish
==> design/flow/config.mk <==
export PLATFORM = sky130hd
export DESIGN_NAME = LoopFilter
export DESIGN_NICKNAME = LoopFilter
export VERILOG_FILES = /design/flow/design.v
export SDC_FILE = /design/flow/constraint.sdc
export NUM_CORES = 4
export LEC_CHECK = 1
export CORE_UTILIZATION = 30
==> design/flow/constraint.sdc <==
current_design LoopFilter

set clk_period 5.3
set clk_io_pct 0.2

create_clock -name clk0 -period $clk_period [get_ports {sys_clk}]

set non_clock_inputs [all_inputs -no_clocks]
set_input_delay [expr $clk_period * $clk_io_pct] -clock clk0 $non_clock_inputs
set_output_delay [expr $clk_period * $clk_io_pct] -clock clk0 [all_outputs]
==> job_summary.md <==
## PnR job results

| Metric | Value |
|---|---|
| Tool warnings | 27 |
| Clk root buf | clkbuf_8 |
| Most common reg cell | dfrtp_1 |
| Final Hold Violating Endpoints | 0 |
| Fin cells | 423 |
| Top cell area share | 22.2% |
| Ys cells | 317 |
| Worst-margin pin slew | 832 ps |
| I/O pin count | 28 |
| Yosys warning count | 1 |
| Unrepaired setup endpoints after global routing | false |
| First-pass DRT Iterations | 5 |
| Routability Congestion | 0.863 |
| Worst min path class | flip-flop to flip-flop |
| # diodes | 0 |
| # hold bufs at CTS | 0 |
| Commonest cells post-synth | o21ai_0, nand2_1, xnor2_1, dfrtp_1 |
| CTS tree | built |
| Fmax | 0.251 GHz |
| Vias/cell | 5.53 |
| Core area | 0.00830 sq mm |
| # port buffers | 27 |
| Peak supply drop | 0.136 mV |
| CTS buffer count | 3 |
| Netlist cell types | 62 |
| Total of max-cap violations | 0 |
| Simple-Gate Area Share | 23.4% |
| Setup TNS | 0 ps |
| Critical path arrival | 4120 ps |
| Reg clk slew, reported paths | 90 ps |
| Fin. max-slew vios | 0 |
| Hpwl dp | 4680 um |
| Adder Share, Synth | 2.41% |
| Top non-seq family | AND-OR/OR-AND gates |
| Die ar. | 0.00903 sq mm |
| Count leader, synth | o21ai_0 |
| P&R area growth vs syn | 9.92% |
| Largest net degree at the start of global routing | 39 |
| Vias in the first global route | 2,070 |
| WL per Instance | 16.0 um |
| Worst Setup Path Type | input pin to flip-flop |
| Outcome | finished clean |
| FP Util | 31.3% |
| XOR Share, Synth | 13.8% |
| Post-synthesis instance total | 317 |
| Wirelength, routed | 6770 um |
| Inst Count DP | 419 |
| Number of setup violations in the final report | 0 |
| FP Rows | 33 |
| Starting DRT DRC Count | 183 |
| YS chip area | 0.00260 sq mm |
| Leading area contributor after synthesis | dfrtp_1 |
| Top cells, area | dfrtp_1, xnor2_1, o21ai_0, xor2_1, nand2_1 |
| Final Critical Period | 3990 ps |
| Drt drc | 0 |
| Aoi share | 26.6% |
| Startpoint Class | input pin |
| Synthesized area | 0.00260 sq mm |
| Max reg flops | 24 |
| Seq share, synth | 23.2% |
| Post-CTS sizing | 0 |
| Total clock sinks | 24 |
| Total grt overflow | 0 |
| Biggest regs | speed_var (24) |
| Slew headroom | 44.1% |
| Flops after synth | 24 |
| Maximum root-to-sink buffer count | 2 |
| Die y size | 95.1 um |
| GRT Overall Usage | 16.2% |
| CTS H-tree lvls | 1 |
| DRT antenna net count | 0 |
| Fillers | 830 |
| Synthesized area per cell | 8.19 sq um |
| Power per Cell Area | 331 mW/mm^2 |
| EDFF count, synth | 0 |
| Largest Register | speed_var |
| Tcrit/Tclk final | 75.2% |
| Die X | 95.1 um |
| Crit. End Element | flip-flop |
| CP Max Fanout | 38 |
| Share of cells above drive strength 1 | 9.75% |
| Clk latency late pin | 270 ps |
| Skew final | 9.45 ps |
| Post-synth ARST share | 100% |
| WP data required | 5430 ps |
| Post-CTS setup buffers | 0 |
| Vias post-DR | 2,341 |
| Total Power | 945 uW |
| MUX area fraction | 0.771% |
| First-pass GRT wire length | 11,300 um |
| Leak pwr | 1.07 nW |
| Initial antenna violation count | 0 |
## worst max-delay path: stages
cell and delay [ps]:
clkdlybuf4s50_1 500, ha_2 690, buf_4 460, a21boi_0 150, o22ai_1 380, nor3_2 140
o211ai_1 340, o21ai_1 130, xnor2_1 170, o21ai_1 70
## report_power, final
group	leakage, nW	internal, mW	switching [mW]
Combinational	0.732	0.253	0.199
Sequential	0.314	0.225	0.149
Clock	0.0228	0.0539	0.0650
## metal layers
layer | track usage [%] | vias to the layer above | wire length (um)
met5 | 0 | - | 0
met1 | 26.4 | 1120 | 3400
li1 | - | 1153 | -
met3 | 1.46 | 4 | 305
met2 | 24.3 | 64 | 3010
met4 | 1.52 | 0 | 51
## worst paths after layout
path | start | to | slack, ps | cells past startpoint
setup / recovery | dn_pulse | speed_var[22] | 1310 | 10
hold / removal | speed_var[0] | speed_var[0] | 700 | 1
setup reg to reg | speed_var[1] | speed_var[22] | 2780 | 9
hold reg to reg | speed_var[0] | speed_var[0] | 700 | 1
max in group asynchronous | ext_rst | speed_var[23] | 3850 | 3
min in group asynchronous | ext_rst | speed_var[6] | 1140 | 3
## stage by stage
step / util, % / instance area (sq um) / hold WS [ps] / setup WS [ps]
detailed placement: 33.9 / 2810 / 680 / 1100
finish: 34.4 / 2860 / 705 / 1310
global route: 34.4 / 2860 / 743 / 1020
CTS: 34.4 / 2860 / 697 / 1390
floorplan: - / 2600 / 536 / 1660
global placement: 33.9 / 2810 / 672 / 1110
## placed cells by master (no fill, tap or decap), types with 3 or more instances in the layout
cell | Yosys | final
o21ai_0 | 38 | 38
nand2_1 | 27 | 27
clkdlybuf4s50_1 | 0 | 27
xnor2_1 | 26 | 26
dfrtp_1 | 23 | 23
nor2_1 | 15 | 15
xor2_1 | 15 | 15
a21oi_1 | 10 | 10
nand3_1 | 9 | 9
inv_1 | 8 | 8
o21ai_1 | 8 | 8
nand4_1 | 6 | 6
nor3_1 | 6 | 6
nor4_1 | 5 | 5
nand2b_1 | 5 | 5
o31a_1 | 5 | 5
nor4_2 | 4 | 4
o22ai_1 | 4 | 4
and4b_1 | 4 | 4
o211ai_1 | 4 | 4
ha_1 | 5 | 4
buf_4 | 8 | 4
or3_1 | 3 | 3
a32oi_1 | 3 | 3
o21ai_2 | 3 | 3
clkbuf_8 | 1 | 3
## layout make-up
class	count	area, sq um	area share [%]
Timing Repair Buffer	31	300	10.5
Clock buffer	4	45.0	1.58
Tap cell	105	131	4.60
Inverter	9	33.8	1.18
Multi-Input combinational cell	250	1740	61.0
Sequential cell	24	602	21.1
## cells by family after synthesis
logic type | count (synthesis)
buffers and inverters | 43
muxes | 2
xor gates and xnor gates | 41
DFF | 24
AOI/OAI and AO/OA | 103
adders and majority gates | 5
and+or+nand+nor | 99
Power is estimated from default activity; no workload was simulated.
