<file path="/design/flow/design.v">
`timescale 1ns/1ps
module Frequency_Divider #(
  parameter integer DIVIDE = 2   
)(
  input  wire clk,
  input  wire rst,
  output reg  f_qn
);
  localparam integer HALF = DIVIDE/2;
  integer count;
  always @(posedge clk or posedge rst) begin
    if (rst) begin
      f_qn  <= 1'b0;
      count <= 0;
    end else if (count == HALF-1) begin  
      count <= 0;
      f_qn  <= ~f_qn;
    end else begin
      count <= count + 1;
    end
  end
endmodule
</file>
<file path="/design/flow/run.sh">
#!/bin/bash
# OpenROAD 26Q1-2900-gdf79404cd8, Yosys 0.63+post, stock flow scripts
make -C /OpenROAD-flow-scripts/flow DESIGN_CONFIG=/design/flow/config.mk WORK_HOME=/design/flow/orfs finish
</file>
<file path="/design/flow/config.mk">
export PLATFORM = sky130hd
export DESIGN_NAME = Frequency_Divider
export DESIGN_NICKNAME = Frequency_Divider
export VERILOG_FILES = /design/flow/design.v
export SDC_FILE = /design/flow/constraint.sdc
export NUM_CORES = 4
export LEC_CHECK = 1
export CORE_UTILIZATION = 30
</file>
<file path="/design/flow/constraint.sdc">
current_design Frequency_Divider

set clk_period 7.3
set clk_io_pct 0.2

create_clock -name clk0 -period $clk_period [get_ports {clk}]

set non_clock_inputs [all_inputs -no_clocks]
set_input_delay [expr $clk_period * $clk_io_pct] -clock clk0 $non_clock_inputs
set_output_delay [expr $clk_period * $clk_io_pct] -clock clk0 [all_outputs]
</file>
==> flow_metrics.tcl <==
# yosys + openroad results
set metrics [dict create \
    status "finished clean" \
    row_count 25 \
    power_density_mw_per_mm2 191 \
    routed_wl_um 2640 \
    min_path_type "flop to flop" \
    path_delay_family "buffers and inverters" \
    yosysTopAreaCellShare 0.530 \
    fp_util 0.321 \
    post-place-ws_ns 5.03 \
    clock_sinks 33 \
    first_iter_violations 44 \
    die_x_um 74.1 \
    reg2reg_slack_ns 5.27 \
    via_per_inst 4.87 \
    synth_cell_type_count 23 \
    diodes 0 \
    max-cap-violations 0 \
    placed_cell_area_mm2 0.00166 \
    max_freq_mhz 390 \
    dr.pass1.iters 4 \
    ys_seq_frac 0.530 \
    ioPinCount 3 \
    ant_nets 0 \
    rsz0062_at_grt "no" \
    path_buffers 1 \
    largest_area_cell "dfrtp_1" \
    area_leaders "dfrtp_1 (53%), xnor2_1 (11%), xor2_1 (6.2%), nand3_1 (4.5%), nand4_1 (4.4%)" \
    tns_ns 0 \
    ys_chip_area_mm2 0.00156 \
    port_buffers 2 \
    post_route_cells_drive_above_1_share 0.100 \
    tightestPinTransition_ns 0.950 \
    ys_async_sr_fraction 1.00 \
    grt_antenna_before_repair 0 \
    critPathLaunchType "flop" \
    logic_area_um2 708 \
    yosysCellCount 140 \
    warnings 26 \
    r2r-end "count[29]" \
    p_leak_uw 0.000793 \
    cp.required_ns 5.84 \
    synthCells 140 \
    clock_tree.root_cell "clkbuf_8" \
    num_vias 1057 \
    cts_buffers 5 \
    wire_per_inst_um 12.2 \
    die_h_um 74.1 \
    grt_pass1_vias 1101 \
    slew_violations 0 \
    gr-total-overflow 0 \
    h-tree-depth 2 \
    fin_worst_skew_ns 0.00629 \
    edf_count 0 \
    worst_ir_drop_vdd_mv 0.125 \
    syn_area_mm2 0.00156 \
    cts_resized 0 \
    fin_area_mm2 0.00177 \
    hold_viol 0 \
    avgSynthCellArea_um2 11.1 \
    criticalPathCategory "flop to output port" \
    fillCellCount 464 \
    core_mm2 0.00485 \
    setup_viol 0 \
    ctsHoldBuffers 0 \
    post-route-worst-setup-slack_ns 4.74 \
    dp_hpwl_um 1830 \
    post-cts-setup-buffers 0 \
    relSlewSlack 0.362 \
    power_uw 337 \
    ys.flop_type "dfrtp_1" \
    clockBufferDepth 2 \
    grt_pass1_wl_um 4930 \
    gp_congestion 0.822 \
    worstPathCellList "clkdlybuf4s50_1" \
    clock_latency_ns 0.29 \
    rr_startpoint "count[3]" \
    hold_depth 1 \
    cp-end-kind "output port" \
    drcViolationCount 0 \
    reg2reg_depth 4 \
    regArea_um2 826 \
    cts_tree "done" \
    min_to "f_qn" \
    finalCriticalPeriod_ns 2.56 \
    yosysWarnings 1 \
    synthTopCellsByCount "dfrtp_1 (33), xnor2_1 (20), nand3_1 (14)" \
    crit_path_max_incr_delay_ns 0.47 \
    grt_max_degree 34 \
    chip_area_mm2 0.00548 \
    arrival_ns 1.10 \
    finalCritPeriodShare 0.351 \
    final_core_util 0.364 \
    area_growth_syn_to_layout_pct 13.3 \
    worstHoldStart "f_qn" \
    clkTransAtPathRegs_ns 0.06 \
    path_max_fanout 2 \
    synth-seq-cells 33 \
    top_cell "dfrtp_1" \
    cpMaxStageDelayCell "clkdlybuf4s50_1" \
    grt_use_total 0.118 \
]
state kept, by name, indices dropped and copies added, names as in the netlist:
name / flops
f_qn: 1
count: 32
report_power, final:
part	internal, µW	switching (µW)
Clock	85.1	64.9
Combinational	0.857	3.46
Sequential	183	0
worst max-delay path by stage:
stage	startpoint	end	slack [ns]	depth (start not counted)
4_1_cts	f_qn	f_qn	4.72	1
5_1_grt	f_qn	f_qn	4.67	1
6_report	f_qn	f_qn	4.74	1
cell usage in the layout (no fill, tap or decap), types with 3 or more instances in the layout:
cell / instances
nor3_1: 3
nand4_1: 11
clkbuf_8: 7
nor2_1: 12
nand3_1: 14
xor2_1: 11
nor4_1: 6
xnor2_1: 20
dfrtp_1: 33
nand2_1: 8
inv_1: 5
kinds of logic after synthesis:
group / synth area share
buf+inv: 0.0153
xor+xnor: 0.174
fa+ha+maj: 0.0161
flops: 0.530
simple gates: 0.264
metal layers:
layer / routed length, µm / vias to the layer above / global-route usage
li1: - / 511 / -
met1: 1320 / 521 / 0.186
met2: 1160 / 15 / 0.174
met3: 84 / 10 / 0.0220
met4: 71 / 0 / 0.0278
met5: 0 / - / 0
metrics by stage:
step           hold slack (ns)  std cells
3_3_place_gp             0.453        209
4_1_cts                  0.472        217
2_1_floorplan            0.420        140
3_5_place_dp             0.461        209
5_1_grt                  0.519        217
6_report                 0.469        217
cell type report:
cell class	count	area share
tap	67	0.0475
inverter	5	0.0106
multi-input combinational	101	0.401
timing repair buffer	3	0.0156
clock inverter	1	0.00283
sequential	33	0.468
clock buffer	7	0.0546
